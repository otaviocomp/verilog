### flow/config.mk
export PLATFORM = sky130hd
export DESIGN_NAME = counter
export DESIGN_NICKNAME = counter
export VERILOG_FILES = /design/flow/design.v
export SDC_FILE = /design/flow/constraint.sdc
export NUM_CORES = 4
export LEC_CHECK = 1
export CORE_AREA = 10 10 70 70
export DIE_AREA = 0 0 80 80
### flow/constraint.sdc
current_design counter

set clk_period 1.1
set clk_io_pct 0.2

create_clock -name clk0 -period $clk_period [get_ports {clock}]

set non_clock_inputs [all_inputs -no_clocks]
set_input_delay [expr $clk_period * $clk_io_pct] -clock clk0 $non_clock_inputs
set_output_delay [expr $clk_period * $clk_io_pct] -clock clk0 [all_outputs]
### flow/design.v
module counter(clock, reset, enable, out);
	input clock;
	input reset;
	input enable;
	output [3:0] out;
	wire clock;
	wire reset;
	wire enable;
	reg [3:0]out;
	always @ (posedge clock)
	begin : COUNTER
		if(reset == 1'b1) begin
			out <= #1 4'b0000;
		end
		else if(enable == 1'b1) begin
			out <= #1 out + 1;
		end
	end
endmodule	
### flow/run.sh
#!/bin/bash
# OpenROAD 26Q1-2900-gdf79404cd8, Yosys 0.63+post, stock flow scripts
make -C /OpenROAD-flow-scripts/flow DESIGN_CONFIG=/design/flow/config.mk WORK_HOME=/design/flow/orfs finish
==> results.yml <==
# generated from flow reports
clocking:
  cts_buffers: 3
  ctsHtreeMaxLevel: 1
  clk_pin_slew_ns: 0.04
  worstSkewPairLatency_ns: 0.24
  cts_root_buf: "clkbuf_4"
  cts_hold_buffers: 0
  cts.sinks: 4
  cts_tree: "built"
  cts_max_path_buffers: 2
cells_and_area:
  lay_top_cells: "6 x buf_4, 4 x dfxtp_2, 4 x dlygate4sd2_1"
  reg_top3: "out x4"
  layout_top_cell: "buf_4"
  drive_gt1_frac: 0.516
  largest_reg_flops: 4
  n_fill_cell: 400
  fin_util: 0.107
  regMostFlops: "out"
  area_growth_pct: 103
floorplanning:
  core_sq_mm: 0.00342
  chip_area_sq_mm: 0.00640
  die_h_um: 80
  rows: 21
  io_pins: 7
  initCoreUtil: 0.0524
  fp.dieW_um: 80
timing:
  grt_setup_unrepaired: "no"
  hold_viol_final: 0
  slew_headroom: 0.914
  finalWorstSetupSlack_ns: 0.0449
  period_needed_ns: 1.06
  worst_slew_pin_slew_ns: 0.126
  tns_ns: 0
  timing.fmax_ghz: 0.948
  hold_ws_ns: 0.620
  finalClockPeriodUsage: 0.959
  report.final.setup_viol: 0
  slew_violations: 0
  skew_ns: 0.00209
global_routing:
  grt_max_degree: 5
  track_usage: 0.0155
  grt_pass1_vias: 167
  antenna_found_initial: 0
  grt_pass1_wl_um: 738
  grt_overflow: 0
synthesis:
  ys_ff: 4
  synth.distinct_cells: 11
  synth_warnings: 1
  synth_area_per_cell_sq_um: 11.2
  ys_chip_area_sq_um: 179
  ys_cells: 16
  synth_area_sq_um: 179
  synth_cells: 16
  ys_seq_frac: 0.448
power_and_ir_drop:
  p_leak_nw: 0.170
  vdd_ir_drop_max_uv: 332
  power_density_mw_per_mm2: 1120
hold_path:
  min_path_type: "register to register"
route:
  ant_nets: 0
  initialDrtViolationCount: 2
  drc: 0
  routedWlPerCell_um: 6.84
  dr.pass1.iters: 2
  vias_per_cell: 2.21
  finalWirelength_um: 527
  n_antenna_cell: 0
  via_count: 170
placed_design:
  dpl_worst_slack_ns: -0.144
  gp_congestion: 0.663
  place_hpwl_um: 394
  port_buffers: 6
flow_run:
  openroad.warnings: 25
  maxCapViolations: 0
status:
  status: "finished, final reports clean"
critical_path:
  path_class: "register to register"
  cp.arrival_ns: 1.22
  cp-start-kind: "register"
  worstPathMaxFanout: 3
  worstSetupEndpointType: "register"
  cp_data_required_time_ns: 1.26
-- final timing paths --
path	from	cells after the start	slack, ns	endpoint
max	out[0]$_SDFFE_PP0P_	4	0.04	out[2]$_SDFFE_PP0P_
min	out[0]$_SDFFE_PP0P_	3	0.62	out[0]$_SDFFE_PP0P_
max reg2reg	out[0]$_SDFFE_PP0P_	4	0.04	out[2]$_SDFFE_PP0P_
min reg2reg	out[0]$_SDFFE_PP0P_	3	0.62	out[0]$_SDFFE_PP0P_
-- stage by stage --
step           total power, mW  instances  cell area (sq um)
2_1_floorplan            0.179         16                179
3_3_place_gp             0.227         73                334
3_5_place_dp             0.228         73                334
4_1_cts                  0.418         77                364
5_1_grt                  0.432         77                364
6_report                 0.410         77                364
-- cell usage after synthesis --
cell type / n / area [sq um]
dfxtp_1: 4 / 80.1
nor2_1: 3 / 11.3
a21bo_2: 1 / 10.0
a21oi_1: 1 / 5.00
ha_1: 1 / 12.5
mux2_4: 1 / 15.0
mux2i_1: 1 / 10.0
nand3b_1: 1 / 7.51
nand4_2: 1 / 12.5
nor2b_1: 1 / 6.26
xnor2_1: 1 / 8.76
-- timing repair --
item | in CTS | in global routing
endpoints found under the hold margin | 0 | 0
gates resized | 8 | 0
setup endpoints to repair | 4 | 0
setup buffers | 1 | 0
-- logic make-up (layout without fill, tap and decap cells) --
logic type,count (synthesis),in the layout,share of synthesized area
multiplexers,2,2,0.140
buffers and inverters,0,15,0
AND-OR/OR-AND,2,2,0.0839
adder cells (fa/ha/maj),1,1,0.0699
XOR/XNOR,1,1,0.0490
AND/OR/NAND/NOR,6,6,0.210
flip-flops,4,4,0.448
-- cell type report --
class                      instances  area [sq um]  share of cell area
timing repair buffer              12           100               0.275
multi-input combinational         12          98.8               0.271
sequential                         4          85.1               0.234
tap                               46          57.6               0.158
clock buffer                       3          22.5              0.0619
-- layer usage --
| layer | vias to the layer above | wire length, um | track usage |
|---|---|---|---|
| met4 | 0 | 9 | 0.00528 |
| met1 | 74 | 286 | 0.0206 |
| met3 | 2 | 50 | 0.0159 |
| li1 | 87 | - | - |
| met2 | 7 | 181 | 0.0152 |
| met5 | - | 0 | 0 |
-- critical path, cell delays in order, from the launching register on --
cell and delay (ns):
dfxtp_2 0.31, buf_4 0.14, ha_1 0.20, a21bo_2 0.22, a21oi_1 0.11
-- report_power, final --
group | internal (mW) | total (mW) | switching, mW
Sequential | 0.155 | 0.160 | 0.00454
Combinational | 0.0384 | 0.0618 | 0.0234
Clock | 0.122 | 0.188 | 0.0654
Power and IR drop assume default switching activity.
